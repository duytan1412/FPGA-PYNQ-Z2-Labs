$ cat ./config.mk
export PLATFORM = sky130hd
export DESIGN_NAME = top
export DESIGN_NICKNAME = top
export VERILOG_FILES = /design/flow/design.v
export SDC_FILE = /design/flow/constraint.sdc
export NUM_CORES = 4
export LEC_CHECK = 1
export CORE_UTILIZATION = 50
$ cat ./constraint.sdc
current_design top

set clk_period 2.7
set clk_io_pct 0.2

create_clock -name clk0 -period $clk_period [get_ports {clk_100MHz}]

set non_clock_inputs [all_inputs -no_clocks]
set_input_delay [expr $clk_period * $clk_io_pct] -clock clk0 $non_clock_inputs
set_output_delay [expr $clk_period * $clk_io_pct] -clock clk0 [all_outputs]
$ cat ./design.v
`timescale 1ns / 1ps
module digits(
    input clk_100MHz,
    input clk_1Hz,
    input reset,
    output reg [3:0] ones,
    output reg [3:0] tens,
    output reg [3:0] hundreds,
    output reg [3:0] thousands
);
    reg clk_1Hz_d1, clk_1Hz_d2;
    wire clk_1Hz_posedge;
    always @(posedge clk_100MHz) begin
        clk_1Hz_d1 <= clk_1Hz;
        clk_1Hz_d2 <= clk_1Hz_d1;
    end
    assign clk_1Hz_posedge = clk_1Hz_d1 & ~clk_1Hz_d2;
    always @(posedge clk_100MHz) begin
        if (reset) begin
            ones <= 4'd0;
            tens <= 4'd0;
            hundreds <= 4'd0;
            thousands <= 4'd0;
        end else if (clk_1Hz_posedge) begin
            if (thousands == 4'd1 && hundreds == 4'd0 && tens == 4'd0 && ones == 4'd0) begin
                ones <= 4'd0;
                tens <= 4'd0;
                hundreds <= 4'd0;
                thousands <= 4'd0;
            end else begin
                if (ones == 4'd9) begin
                    ones <= 4'd0;
                    if (tens == 4'd9) begin
                        tens <= 4'd0;
                        if (hundreds == 4'd9) begin
                            hundreds <= 4'd0;
                            thousands <= thousands + 1;
                        end else
                            hundreds <= hundreds + 1;
                    end else
                        tens <= tens + 1;
                end else
                    ones <= ones + 1;
            end
        end
    end
endmodule
`timescale 1ns / 1ps
module seg7_control(
    input clk_100MHz,
    input reset,
    input [3:0] ones,
    input [3:0] tens,
    input [3:0] hundreds,
    input [3:0] thousands,
    output reg [6:0] sseg,
    output reg [3:0] digit
);
    reg [1:0] digit_select;
    reg [16:0] counter;
    reg [3:0] current_digit;
    function [6:0] bcd_to_seg;
        input [3:0] bcd;
        begin
            case(bcd)
                4'd0: bcd_to_seg = 7'b1000000;
                4'd1: bcd_to_seg = 7'b1111001;
                4'd2: bcd_to_seg = 7'b0100100;
                4'd3: bcd_to_seg = 7'b0110000;
                4'd4: bcd_to_seg = 7'b0011001;
                4'd5: bcd_to_seg = 7'b0010010;
                4'd6: bcd_to_seg = 7'b0000010;
                4'd7: bcd_to_seg = 7'b1111000;
                4'd8: bcd_to_seg = 7'b0000000;
                4'd9: bcd_to_seg = 7'b0010000;
                default: bcd_to_seg = 7'b1111111;
            endcase
        end
    endfunction
    always @(posedge clk_100MHz) begin
        if (reset) begin
            counter <= 0;
            digit_select <= 0;
        end else begin
            if (counter >= 124999) begin
                counter <= 0;
                digit_select <= digit_select + 1;
            end else begin
                counter <= counter + 1;
            end
        end
    end
    always @(posedge clk_100MHz) begin
        if (reset) begin
            digit <= 4'b1111;
            sseg <= 7'b1111111;
            current_digit <= 4'd0;
        end else begin
            case(digit_select)
                2'b00: begin
                    digit <= 4'b1110;
                    current_digit <= thousands;
                end
                2'b01: begin
                    digit <= 4'b1101;
                    current_digit <= hundreds;
                end
                2'b10: begin
                    digit <= 4'b1011;
                    current_digit <= tens;
                end
                2'b11: begin
                    digit <= 4'b0111;
                    current_digit <= ones;
                end
            endcase
            sseg <= bcd_to_seg(current_digit);
        end
    end
endmodule
`timescale 1ns / 1ps
module tenHz_gen(
    input clk_100MHz,
    input reset,
    output reg clk_10Hz
);
    parameter HALF_PERIOD = 6_250_000;
    reg [25:0] counter;
    always @(posedge clk_100MHz) begin
        if (reset) begin
            counter <= 0;
            clk_10Hz <= 0;
        end else begin
            if (counter >= HALF_PERIOD - 1) begin
                counter <= 0;
                clk_10Hz <= ~clk_10Hz;
            end else begin
                counter <= counter + 1;
            end
        end
    end
endmodule
`timescale 1ns / 1ps
module top(
    input clk_100MHz,
    input reset,
    output [6:0] sseg,
    output [3:0] digit
);
    wire clk_1Hz;
    wire [3:0] w_ones, w_tens, w_hundreds, w_thousands;
    tenHz_gen clk_gen (
        .clk_100MHz(clk_100MHz), 
        .reset(reset), 
        .clk_10Hz(clk_1Hz)
    );
    digits counter (
        .clk_100MHz(clk_100MHz),
        .clk_1Hz(clk_1Hz), 
        .reset(reset), 
        .ones(w_ones), 
        .tens(w_tens), 
        .hundreds(w_hundreds), 
        .thousands(w_thousands)
    );
    seg7_control display (
        .clk_100MHz(clk_100MHz), 
        .reset(reset), 
        .ones(w_ones), 
        .tens(w_tens), 
        .hundreds(w_hundreds), 
        .thousands(w_thousands), 
        .sseg(sseg), 
        .digit(digit)
    );
endmodule
$ cat ./run.sh
#!/bin/bash
# OpenROAD 26Q1-2900-gdf79404cd8, Yosys 0.63+post, stock flow scripts
make -C /OpenROAD-flow-scripts/flow DESIGN_CONFIG=/design/flow/config.mk WORK_HOME=/design/flow/orfs finish
==> flow_metrics.env <==
# flow metrics
export IMPL_yosysCellCount=417
export IMPL_tool_warnings=39
export IMPL_grt_pass1_wl_um=11900
export IMPL_path_clk_slew_ns=0.08
export IMPL_final_util_pct=59.0
export IMPL_remaining_drc_errors=0
export IMPL_row_count=30
export IMPL_cts_setup_buffers=0
export IMPL_die_x_um=87.0
export IMPL_dp_cells=519
export IMPL_hold_violations=0
export IMPL_syn_to_final_growth_pct=12.7
export IMPL_grt_setup_unrepaired="false"
export IMPL_largest_area_cell="dfxtp_1"
export IMPL_dr_pass1_iters=7
export IMPL_worst_pin_slew_ns=0.592
export IMPL_htree_levels=3
export IMPL_grt_max_degree=23
export IMPL_path_cells="ha_1, nor2b_1, nand4_1, o32a_1, or3_1, a21oi_1"
export IMPL_fin_cells=535
export IMPL_synth_top_cell_area_share_pct=43.7
export IMPL_crit_path_end_kind="flip-flop"
export IMPL_clk_latency_ns=0.34
export IMPL_io_pins=13
export IMPL_antenna_left=0
export IMPL_fmax_mhz=511
export IMPL_synthCells=417
export IMPL_lay_top_count="dfxtp_1"
export IMPL_cts_sinks=79
export IMPL_finClkSkew_ns=0.00714
export IMPL_cts_repair_resized=0
export IMPL_maxSlewHeadroom_pct=60.2
export IMPL_dpl_hpwl_um=4520
export IMPL_synth_avg_cell_area_sq_um=8.67
export IMPL_fp_util_pct=52.4
export IMPL_fin_tns_setup_ns=0
export IMPL_rr_worst_depth=6
export IMPL_slowest_delay_ns=0.45
export IMPL_r2r_end="counter.thousands[1]$_SDFFE_PP0P_"
export IMPL_cp_top_family="simple AND/OR/NAND/NOR gates"
export IMPL_path_depth=6
export IMPL_required_ns=2.97
export IMPL_post_route_period_util_pct=72.5
export IMPL_cts_root_buffer="clkbuf_8"
export IMPL_path_buffers=0
export IMPL_ys_seq_share_pct=43.7
export IMPL_cts_tree="yes"
export IMPL_grt_pass1_vias=2613
export IMPL_numSynthFlops=79
export IMPL_setup_viol=0
export IMPL_peakVddDrop_mv=0.561
export IMPL_place_ws_ns=0.794
export IMPL_portBuffers=12
export IMPL_final_cell_area_sq_um=4080
export IMPL_drive_gt1_share_pct=5.92
export IMPL_antenna_found_initial=0
export IMPL_yosysWarnings=3
export IMPL_topCellsByArea="dfxtp_1 44%, ha_1 7.6%, nor2_1 7.3%, xnor2_1 4.6%, nand2_1 3.9%"
export IMPL_routed_via_density=5.23
export IMPL_rrSetupSlack_ns=0.74
export IMPL_mostFrequentLayoutCells="79 x dfxtp_1, 70 x nor2_1, 38 x nand2_1, 25 x a21oi_1"
export IMPL_critPathCapture="counter.thousands[1]$_SDFFE_PP0P_"
export IMPL_r2r_start="counter.tens[0]$_SDFFE_PP0P_"
export IMPL_worstHoldPathType="reg2reg"
export IMPL_setup_slack_ns=0.744
export IMPL_power_density_nw_per_um2=568
export IMPL_period_minus_slack_ns=1.96
export IMPL_cap_violations=0
export IMPL_cts_hold_buf=0
export IMPL_cp_arrival_ns=2.23
export IMPL_first_iter_violations=115
export IMPL_yosysUniqueCellTypes=48
export IMPL_ys_area_sq_um=3620
export IMPL_syn_area_sq_um=3620
export IMPL_cts_path_max_buffers=2
export IMPL_cp_slowest_cell="dfxtp_1"
export IMPL_die_height_um=87.0
export IMPL_p_leak_nw=1.46
export IMPL_vias=2797
export IMPL_antenna_cells=0
export IMPL_die_area_sq_um=7580
export IMPL_wl_um=6640
export IMPL_cts_buffers_inserted=9
export IMPL_fillers=622
export IMPL_place_gp_congestion=0.834
export IMPL_overflow=0
export IMPL_slew_violations=0
export IMPL_startpoint="counter.tens[0]$_SDFFE_PP0P_"
export IMPL_crit_type="reg2reg"
export IMPL_status="finished clean"
export IMPL_grtUsageTotal_pct=20.1
export IMPL_cp_start_kind="flip-flop"
export IMPL_wire_per_inst_um=12.4
export IMPL_dpl_cell_area_sq_um=3830
export IMPL_path_max_fanout=7
export IMPL_core_area_sq_um=6910
[state kept, by name, indices dropped and copies added (netlist names)]
name / cells
clk_gen.clk_10Hz: 1
clk_gen.counter: 26
counter.clk_1Hz_d1: 1
counter.clk_1Hz_d2: 1
counter.hundreds: 4
counter.ones: 4
counter.tens: 4
counter.thousands: 4
display.counter: 17
display.current_digit: 4
display.digit: 4
display.digit_select: 2
display.sseg: 7
[cell type report]
cell class	count	area (sq um)	share of cell area, %
Multi-Input combinational cell	311	1920	47.1
Sequential cell	79	1580	38.8
Timing Repair Buffer	15	143	3.50
Clock buffer	11	141	3.47
Tap cell	96	120	2.95
Clock inverter	5	104	2.55
Inverter	18	67.6	1.66
[layer usage]
layer  vias up  GRT usage, %  part of all wire, %
li1       1468             -                    -
met1      1285          30.7                   51
met2        39          31.9                   45
met3         5          3.85                  3.2
met4         0          1.52                 0.89
met5         -             0                    0
[power breakdown]
group	switching, mW	internal [mW]
clock network	0.415	0.642
registers	0.0121	1.18
logic	0.0363	0.0283
[cells in the mapped netlist, drive strengths merged]
cell type and number:
dfxtp 79, nor2 70, nand2 39, a21oi 25
ha 22, nand3 22, xnor2 19, inv 17
xor2 16, o21ai 12, and3 11, nor3 9
nand4 8, clkbuf 7, nor4 6, nor2b 5
or3 5, a222oi 4, and4 4, buf 4
nand2b 4, a211oi 2, and3b 2, nand4b 2
nor4b 2, o22ai 2, o31a 2, o31ai 2
or4 2, a2111o 1, a31oi 1, a32oi 1
a41oi 1, clkinv 1, conb 1, mux2 1
mux2i 1, nand3b 1, o211ai 1, o21a 1
o32a 1, or4b 1
[metrics by stage]
step / power (mW) / hold WS (ns)
floorplan: 1.26 / 0.345
global placement: 1.29 / 0.350
detailed placement: 1.29 / 0.357
CTS: 2.36 / 0.373
global route: 2.42 / 0.382
finish: 2.32 / 0.368
[kinds of logic (layout without fill, tap and decap cells)]
kind of cell	Yosys count	in the layout	share of synthesized area (%)
XOR/XNOR	35	35	8.48
other	1	3	0.104
buffers and inverters	29	49	3.39
adder cells (fa/ha/maj)	22	22	7.61
flip-flops	79	79	43.7
multiplexers	2	2	0.692
AND/OR/NAND/NOR	193	193	26.4
AND-OR/OR-AND	56	56	9.62
[how the worst min path moves through the flow]
stage | from | endpoint | slack, ns | depth (start not counted)
CTS | counter.clk_1Hz_d1$_DFF_P_ | counter.clk_1Hz_d2$_DFF_P_ | 0.37 | 0
global route | counter.clk_1Hz_d1$_DFF_P_ | counter.clk_1Hz_d2$_DFF_P_ | 0.38 | 0
finish | counter.clk_1Hz_d1$_DFF_P_ | counter.clk_1Hz_d2$_DFF_P_ | 0.37 | 0
Power is estimated from default activity; no workload was simulated.
