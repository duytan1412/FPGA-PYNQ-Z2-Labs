## flow/design.v

```verilog
`timescale 1ns / 1ps
module clk_divider #(
    parameter DIVISOR = 50_000_000
)(
    input  clk_100MHz,
    input  reset,
    output reg clk_out
);
    reg [31:0] counter;
    always @(posedge clk_100MHz or posedge reset) begin
        if (reset) begin
            counter <= 32'd0;
            clk_out <= 1'b0;
        end else begin
            if (counter == DIVISOR - 1) begin
                counter <= 32'd0;
                clk_out <= ~clk_out;
            end else begin
                counter <= counter + 1'b1;
            end
        end
    end
endmodule
`timescale 1ns / 1ps
module led_blink(
    input  clk_100MHz,
    input  reset,
    output [3:0] led
);
    wire clk_1Hz;
    clk_divider #(.DIVISOR(50_000_000)) clk_div (
        .clk_100MHz(clk_100MHz),
        .reset(reset),
        .clk_out(clk_1Hz)
    );
    reg [3:0] led_pattern;
    always @(posedge clk_1Hz or posedge reset) begin
        if (reset) begin
            led_pattern <= 4'b0001;
        end else begin
            led_pattern <= {led_pattern[2:0], led_pattern[3]};
        end
    end
    assign led = led_pattern;
endmodule
```

## flow/constraint.sdc

```tcl
current_design led_blink

set clk_period 4.3
set clk_io_pct 0.2

create_clock -name clk0 -period $clk_period [get_ports {clk_100MHz}]

set non_clock_inputs [all_inputs -no_clocks]
set_input_delay [expr $clk_period * $clk_io_pct] -clock clk0 $non_clock_inputs
set_output_delay [expr $clk_period * $clk_io_pct] -clock clk0 [all_outputs]
```

## flow/run.sh

```bash
#!/bin/bash
# OpenROAD 26Q1-2900-gdf79404cd8, Yosys 0.63+post, stock flow scripts
make -C /OpenROAD-flow-scripts/flow DESIGN_CONFIG=/design/flow/config.mk WORK_HOME=/design/flow/orfs finish
```

## flow/config.mk

```make
export PLATFORM = sky130hd
export DESIGN_NAME = led_blink
export DESIGN_NICKNAME = led_blink
export VERILOG_FILES = /design/flow/design.v
export SDC_FILE = /design/flow/constraint.sdc
export NUM_CORES = 4
export LEC_CHECK = 1
export CORE_AREA = 10 10 109 109
export DIE_AREA = 0 0 119 119
```

==> ci_impl_report.md <==
### Metrics collected by this job

| Metric | Value |
|---|---|
| Core area | 0.00964 mm² |
| Max cap viols | 0 |
| Post-Place Cell Area | 0.00196 mm² |
| Element type at the critical path start | register |
| Slack of the worst reg-to-reg path | 2080 ps |
| Vias per cell | 4.08 |
| Floorplan utilization | 18.5% |
| Longest Clk Path Bufs | 2 |
| Actual slew at the worst max-slew pin | 647 ps |
| Post-CTS resize count | 0 |
| Minimum clock period after layout | between 2000 and 2500 ps |
| Syn_area_per_cell | between 10 and 15 µm² |
| Endpoint of the worst setup timing path | clk_div.clk_out |
| Final worst-path setup slack | 2080 ps |
| Log Warnings | 25 |
| Number of placed I/O pins | 6 |
| Cells in synth_stat.txt | 165 |
| Leading register cell type out of synthesis | sky130_fd_sc_hd__dfrtp_1 |
| Via count of the first global-routing pass | 1205 |
| Endpoint kind of the worst setup timing path | register |
| Endpoint of the lowest-slack register-to-register path | clk_div.clk_out |
| First element of the critical path | clk_div.counter[10] |
| Worst vdd ir | 0.0000922 V |
| Largest net degree at the start of global routing | 38 |
| Worst Reg2Reg Path Length in Cells | 4 |
| EDFF count, synth | 0 |
| Cell taking the most area after synthesis | sky130_fd_sc_hd__dfrtp_1 |
| Library cell used as clock root buffer | sky130_fd_sc_hd__clkbuf_8 |
| Maximum fanout count along the critical path | 15 |
| Run status | finished, final reports clean |
| Total detailed-routing wirelength | 3.33 mm |
| Insertion delay to the later sink of the worst-skew pair | 280 ps |
| Critical path start-end classification | register to register |
| Post-synthesis sequential element count | 37 |
| Crit share post-route | approximately half |
| Count of final max-slew check failures | 0 |
| Final Hold Violating Endpoints | 0 |
| Fin Setup TNS | 0 ps |
| Worst clock skew on the final layout | 3.28 ps |
| Final-layout worst hold slack | around 460 ps |
| Synth-to-layout area growth | 14.7% |
| Final weighted congestion of routability-driven global placement | 0.792 |
| WP data required | 4430 ps |
| Residual DRC count | 0 |
| Cts bufs inserted | 5 |
| Leakage power summed over all cells | 0.858 nW |
| Aggregate global-route resource usage | around 4.8% |
| Unique cell type count in the Yosys netlist | 36 |
| Placed cell count | between 200 and 300 |
| Warning count from the yosys run | 2 |
| Cell Rows | 36 |
| Total power density per cell area | about 260 mW/mm² |
| Initial antenna violation count | 0 |
| Number of setup buffers added after CTS | 0 |
| Post-Syn Instances | ~170 |
| Relative slew slack | 56.7% |
| Post-DP HPWL | between 2 and 2.5 mm |
| Drt wl/cell | 10.9 µm |
| Async set-reset flop share out of synthesis | approximately 100% |
| Fraction of final layout cells sized beyond drive strength 1 | 12.7% |
| Setup WS pre-CTS | 2090 ps |
| Horizontal extent of the die | 119 µm |
| DRT antenna net count | 0 |
| Clock-pin slew on the worst setup and hold paths | 70 ps |
| Number of DRC markers after the initial detailed-route iteration | 80 |
| Diodes inserted | 0 |
| CTS tree | done |
| Register pins left without a clock | 4 |
| Wire length of the first global-routing pass | 5.89 mm |
| Mapped Area | 0.00178 mm² |
| Final setup violation count | 0 |
| Path category of the worst min-delay check | register to register |
| Number of unconstrained endpoints | 8 |
| # H-tree levels | 2 |
| Top cells by count | 36 x sky130_fd_sc_hd__dfrtp_1, 14 x sky130_fd_sc_hd__xor2_1, 12 x sky130_fd_sc_hd__nand3_1, 10 x sky130_fd_sc_hd__nor2_1 |
| Number of inserted filler cells in the final layout | 1055 |
| DIE HEIGHT | 119 µm |
| Leading cell types by total area after synthesis | sky130_fd_sc_hd__dfrtp_1 50%, sky130_fd_sc_hd__xor2_1 6.9%, sky130_fd_sc_hd__xnor2_1 3.9% |
| Number of port buffers | 5 |
| Unrepaired setup endpoints after global routing | no |
| Post-Layout Cell Count | 306 |
| Reg-to-reg critical path startpoint | clk_div.counter[10] |
| Maximum clock frequency | 451 MHz |
| Yosys synthesis chip area | 0.00178 mm² |
| CP arrival | 2350 ps |
| Die area | about 0.014 mm² |
| Summed area of non-filler cells in the final layout | around 0.002 mm² |
| Sequential area share after synthesis | 52.0% |
| CTS hold repair buffers | 0 |
| Pre-Repair DR Iteration Count | 4 |
| Dominant cell by count in the synthesized netlist | sky130_fd_sc_hd__dfrtp_1 |
| Overall via count from detail_route | 1247 |
| Max-area cell share | between 50 and 60% |
| GRT overflow | 0 |
[layout make-up]
cell class / instances / area, µm² / share of cell area (%)
tap: 133 / 166 / 8.13
clock buffer: 6 / 72.6 / 3.55
sequential: 37 / 927 / 45.3
clock inverter: 2 / 10.0 / 0.489
timing repair buffer: 6 / 57.6 / 2.81
inverter: 7 / 26.3 / 1.28
multi-input combinational: 115 / 787 / 38.4
[stage by stage]
step / power [mW] / util [%]
after detailed placement: 0.325 / 20.4
after global routing: 0.563 / 21.2
after floorplan: 0.321 / -
final: 0.540 / 21.2
after CTS: 0.550 / 21.2
after global placement: 0.325 / 20.4
[sequential cells by signal, summed over array words and instances (netlist names)]
name             count
clk_div.counter     32
led_pattern          4
clk_div.clk_out      1
[how the worst min path moves through the flow]
stage | start | endpoint | slack [ps] | depth (start not counted)
after CTS | clk_div.counter[0] | clk_div.counter[0] | 460 | 1
after global routing | clk_div.counter[0] | clk_div.counter[0] | 470 | 1
final | clk_div.counter[0] | clk_div.counter[0] | 460 | 1
[where the power goes]
group          internal (mW)  switching (mW)  total [mW]  leakage [nW]
Clock                  0.112           0.109       0.221        0.0450
Combinational        0.00145         0.00685     0.00830         0.309
Sequential             0.310               0       0.310         0.504
Total                  0.424           0.116       0.540         0.858
[layer usage]
metal / global-route usage [%] / wire (µm) / up-vias
met3: 1.44 / 173 / 8
met5: 0 / 0 / -
met2: 6.85 / 1370 / 18
met1: 7.15 / 1740 / 611
met4: 0.687 / 42 / 0
li1: - / - / 610
[critical path, stage by stage (launching register included)]
cell and delay [ps]:
sky130_fd_sc_hd__dfrtp_1 420, sky130_fd_sc_hd__or4_1 520, sky130_fd_sc_hd__or3_1 400, sky130_fd_sc_hd__nor3_4 600, sky130_fd_sc_hd__xor2_1 130
[kinds of logic after synthesis]
logic type	count (synthesis)	share of synthesized area (%)
flops	37	52.0
buf+inv	13	3.93
fa+ha+maj	1	0.701
compound gates	18	6.17
xor+xnor	22	10.8
simple gates	74	26.4
[cell usage in the layout, fill, tap and decap left out, types with 2 or more instances in the layout]
cell,synthesis,layout
sky130_fd_sc_hd__dfrtp_1,36,36
sky130_fd_sc_hd__xor2_1,14,14
sky130_fd_sc_hd__nand3_1,12,12
sky130_fd_sc_hd__nor2_1,10,10
sky130_fd_sc_hd__xnor2_1,8,8
sky130_fd_sc_hd__nand2_1,8,8
sky130_fd_sc_hd__inv_1,7,7
sky130_fd_sc_hd__nand4_1,7,7
sky130_fd_sc_hd__o21ai_0,6,6
sky130_fd_sc_hd__a21oi_1,6,6
sky130_fd_sc_hd__or4_1,5,5
sky130_fd_sc_hd__nor3_1,5,5
sky130_fd_sc_hd__or3_1,5,5
sky130_fd_sc_hd__clkbuf_8,0,5
sky130_fd_sc_hd__clkdlybuf4s50_1,0,5
sky130_fd_sc_hd__nor4_1,4,4
sky130_fd_sc_hd__o31ai_1,3,3
sky130_fd_sc_hd__nand4_2,2,2
sky130_fd_sc_hd__or4_4,2,2
sky130_fd_sc_hd__and4_1,2,2
sky130_fd_sc_hd__and4_2,2,2
sky130_fd_sc_hd__nor4_2,2,2
sky130_fd_sc_hd__nand2b_1,2,2
sky130_fd_sc_hd__clkinv_2,0,2
Power and IR drop assume default switching activity.
