--- run.sh ---
#!/bin/bash
# OpenROAD 26Q1-2900-gdf79404cd8, Yosys 0.63+post, stock flow scripts
make -C /OpenROAD-flow-scripts/flow DESIGN_CONFIG=/design/flow/config.mk WORK_HOME=/design/flow/orfs finish
--- config.mk ---
export PLATFORM = sky130hd
export DESIGN_NAME = vending_machine
export DESIGN_NICKNAME = vending_machine
export VERILOG_FILES = /design/flow/design.v
export SDC_FILE = /design/flow/constraint.sdc
export NUM_CORES = 4
export LEC_CHECK = 1
export CORE_UTILIZATION = 50
--- constraint.sdc ---
current_design vending_machine

set clk_period 5.1
set clk_io_pct 0.2

create_clock -name clk0 -period $clk_period [get_ports {clk}]

set non_clock_inputs [all_inputs -no_clocks]
set_input_delay [expr $clk_period * $clk_io_pct] -clock clk0 $non_clock_inputs
set_output_delay [expr $clk_period * $clk_io_pct] -clock clk0 [all_outputs]
--- design.v ---
`timescale 1ns / 1ps
module vending_machine(
    input        clk,            
    input        reset,          
    input  [1:0] coin,           
    input  [1:0] item_sel,       
    input        cancel,         
    output reg [7:0] balance,    
    output reg [1:0] dispense,   
    output reg [7:0] change,     
    output reg       error,      
    output reg [2:0] state_out   
);
    localparam IDLE      = 3'b000;   
    localparam ACCUMULATE = 3'b001;  
    localparam SELECT    = 3'b010;   
    localparam DISPENSE  = 3'b011;   
    localparam CHANGE    = 3'b100;   
    localparam ERROR_ST  = 3'b101;   
    localparam COIN_5    = 2'b01;    
    localparam COIN_10   = 2'b10;    
    localparam COIN_20   = 2'b11;    
    localparam ITEM_A    = 2'b01;    
    localparam ITEM_B    = 2'b10;    
    localparam ITEM_C    = 2'b11;    
    localparam PRICE_A   = 8'd15;    
    localparam PRICE_B   = 8'd25;    
    localparam PRICE_C   = 8'd30;    
    localparam MAX_BALANCE = 8'd99;  
    reg [2:0] state, next_state;     
    reg [7:0] item_price;            
    reg [1:0] selected_item;         
    always @(posedge clk or posedge reset) begin
        if (reset)
            state <= IDLE;
        else
            state <= next_state;
    end
    always @(*) begin
        next_state = state;   
        case (state)
            IDLE: begin
                if (coin != 2'b00)
                    next_state = ACCUMULATE;
                else if (cancel)
                    next_state = CHANGE;
            end
            ACCUMULATE: begin
                if (item_sel != 2'b00)
                    next_state = SELECT;
                else if (cancel)
                    next_state = CHANGE;
            end
            SELECT: begin
                if (balance >= item_price)
                    next_state = DISPENSE;
                else
                    next_state = ERROR_ST;
            end
            DISPENSE: begin
                next_state = CHANGE;
            end
            CHANGE: begin
                next_state = IDLE;
            end
            ERROR_ST: begin
                next_state = IDLE;
            end
            default: next_state = IDLE;
        endcase
    end
    always @(posedge clk or posedge reset) begin
        if (reset) begin
            balance <= 8'd0;
            dispense <= 2'b00;
            change <= 8'd0;
            error <= 1'b0;
            item_price <= 8'd0;
            selected_item <= 2'b00;
            state_out <= IDLE;
        end else begin
            state_out <= state;   
            case (state)
                IDLE: begin
                    dispense <= 2'b00;
                    change <= 8'd0;
                    error <= 1'b0;
                    if (coin != 2'b00) begin
                        case (coin)
                            COIN_5:  if (balance + 8'd5 <= MAX_BALANCE) balance <= balance + 8'd5;
                            COIN_10: if (balance + 8'd10 <= MAX_BALANCE) balance <= balance + 8'd10;
                            COIN_20: if (balance + 8'd20 <= MAX_BALANCE) balance <= balance + 8'd20;
                        endcase
                    end
                end
                ACCUMULATE: begin
                    if (coin != 2'b00) begin
                        case (coin)
                            COIN_5:  if (balance + 8'd5 <= MAX_BALANCE) balance <= balance + 8'd5;
                            COIN_10: if (balance + 8'd10 <= MAX_BALANCE) balance <= balance + 8'd10;
                            COIN_20: if (balance + 8'd20 <= MAX_BALANCE) balance <= balance + 8'd20;
                        endcase
                    end
                    if (item_sel != 2'b00) begin
                        selected_item <= item_sel;
                        case (item_sel)
                            ITEM_A: item_price <= PRICE_A;
                            ITEM_B: item_price <= PRICE_B;
                            ITEM_C: item_price <= PRICE_C;
                            default: item_price <= 8'd0;
                        endcase
                    end
                end
                SELECT: begin
                end
                DISPENSE: begin
                    dispense <= selected_item;
                    balance <= balance - item_price;   
                end
                CHANGE: begin
                    change <= balance;     
                    balance <= 8'd0;       
                    dispense <= 2'b00;     
                end
                ERROR_ST: begin
                    error <= 1'b1;         
                    dispense <= 2'b00;     
                end
            endcase
        end
    end
endmodule
==> impl_metrics.toml <==
# flow metrics
[layout]
stdcell_area_mm2 = 0.002864
logic_area_mm2 = 0.001534
stdcell_count = 375
layout-drive-gt1-share_pct = 6.818
area_delta_synth_final_pct = 15.20
fill_cells = 427
final_util_pct = 60.24
regArea_um2 = 775.7

[routing]
antenna_cells = 0
viasPerCell = 5.757
wire_per_inst_um = 15.32
vias = 2159
wl_um = 5745
first_pass_iters = 4
antenna_left = 0
drt-initial-drc-count = 214
drc = 0

[timing]
rsz0062_at_grt = "no"
worst_pin_slew_ns = 0.7591
setup_tns_ns = 0
hold_viol = 0
slew_headroom_pct = 49.01
drv_slew = 0
period_minus_slack_ns = 3.335
min_period_over_period_pct = 65.39
finalHoldWorstSlack_ns = 0.4632
max_freq_ghz = 0.2999
finalSetupViolations = 0
finalClockSkew_ns = 0.004447
setup_ws_ns = 1.765

[floorplanning]
pin_count = 29
die_w_um = 72.52
initCoreUtil_pct = 52.29
die_area_mm2 = 0.005258
placementRows = 25
die_h_um = 72.52
coreArea_mm2 = 0.004755

[logic_synthesis]
synthCells = 288
synth.most_common_cell = "nand2_1"
synth_cell_types = 61
yosysChipArea_mm2 = 0.002486
synth-async-reset-ratio_pct = 100.0
ys.flops = 31
yosys.area.top_type = "dfrtp_1"
ys_seq_share_pct = 31.20
yosysTopAreaCellShare_pct = 31.20
synth.area.top_cells = "dfrtp_1 31%, ha_1 11%, nand2_1 5.0%, a21oi_1 3.6%, o21ai_0 3.4%"
yosys_warnings = 1
avgSynthCellArea_um2 = 8.632
ys_cells = 288
ys.flop_type = "dfrtp_1"
syn_area_mm2 = 0.002486
common_cells = "33 x nand2_1, 31 x dfrtp_1, 21 x ha_1, 21 x inv_1, 18 x a21oi_1"
edf_count = 0

[pwr]
ir_drop_mv = 0.3571
finalPower_mw = 1.813
power_density_mw_per_mm2 = 633.1
cellLeakagePower_nw = 1.248

[grt]
grt_pass1_wl_um = 9977
grt_max_degree = 32
grt_util_all_layers_pct = 25.19
antenna_found_initial = 0
first_global_vias = 1991
grt.overflow.total = 0

[setup_path]
path_buffers = 2
startpoint_type = "primary input"
critPathTopFamily = "AND-OR/OR-AND gates"
crit_type = "primary input to flop"
crit_chain = "clkdlybuf4s50_1 > inv_1 > ha_1 > o211ai_1 > a211oi_1 > o41ai_4 > and2_4 > mux2_4"
end_kind = "flop"
arrival_ns = 3.50
critPathMaxFanout = 17
cp_slowest_cell = "ha_1"
max_stage_delay_ns = 0.52
required_ns = 5.26

[worst_hold_path]
worstHoldPathType = "flop to flop"

[place]
hpwl_um = 4235
dp_slack_ns = 1.512
portBuffers = 28
placed_cells = 367
gp_congestion = 0.8946
placed_cell_area_mm2 = 0.002760

[clocking]
ctsHoldBuffers = 0
cts_setup_buffers = 0
ctsRootBufferMaster = "clkbuf_8"
htree_num_levels = 2
cts_made_buffers = 5
clk_pin_slew_worst_paths_ns = 0.07
ctsResizeCount = 0
clock.latency.late_pin_ns = 0.28
cts_tree = "built"
cts_buffer_depth = 2
cts_sinks = 31

[outcome]
outcome = "finished clean"

[flow_run]
cap_viol_max_count = 0
warnings = 38
## registers in the layout, summed over array words and instances, names as in the netlist
register       count
change             8
state              3
error              1
balance            8
state_out          3
selected_item      2
item_price         4
dispense           2
## area by class of cell
cell class	instances	area share, %
flip-flops and latches	31	27.09
clock inverters	1	0.2621
clock buffers	7	3.364
multi-input cells	219	53.56
repair buffers	29	10.05
well taps	67	2.927
inverters	21	2.752
## worst register-to-register path, cell delays in order, from the launching register on
cell and delay [ns]:
dfrtp_1 0.74, inv_1 0.21, ha_1 0.27, a21o_2 0.27, a221oi_1 0.39, nor4_1 0.13
o41ai_4 0.38, and2_4 0.29, mux2_4 0.31
## worst paths after layout
check	startpoint	to	slack, ns	depth (start not counted)
worst max-delay path	coin[0]	balance[3]	1.77	8
worst min-delay path	change[6]	change[6]	0.46	2
worst max register to register	balance[3]	balance[3]	2.01	8
worst min register to register	change[6]	change[6]	0.46	2
max in group asynchronous	reset	balance[5]	3.70	3
min in group asynchronous	reset	dispense[0]	1.12	3
## layout by cell type, fill, tap and decap left out, types with 5 or more instances in the layout
cell | Yosys | final
a211oi_1 | 7 | 7
a21oi_1 | 18 | 18
a221oi_1 | 6 | 6
a22o_1 | 6 | 6
clkbuf_8 | 0 | 7
clkdlybuf4s50_1 | 0 | 28
dfrtp_1 | 31 | 31
ha_1 | 21 | 21
inv_1 | 21 | 21
nand2_1 | 33 | 33
nand2b_1 | 5 | 5
nand3_1 | 11 | 11
nor2_1 | 14 | 14
nor2b_1 | 8 | 8
o21ai_0 | 17 | 17
or3_1 | 5 | 5
xnor2_1 | 6 | 6
## per-layer routing
| metal | global-route usage [%] | wire, µm | up-vias |
|---|---|---|---|
| li1 | - | - | 1083 |
| met1 | 40.14 | 2705 | 1021 |
| met2 | 38.42 | 2735 | 46 |
| met3 | 3.662 | 213 | 9 |
| met4 | 3.922 | 91 | 0 |
| met5 | 0 | 0 | - |
## logic make-up after synthesis
group           share of synthesized area (%)
xor+xnor                                2.818
compound gates                          26.22
fa+ha+maj                               11.37
simple gates                            18.52
buf+inv                                 7.096
flops                                   31.20
mux                                     2.768
## where the power goes
group | switching, mW | leakage [nW] | internal [mW]
clock network | 0.0899 | 0.0505 | 0.123
logic | 0.521 | 0.807 | 0.528
registers | 0.204 | 0.391 | 0.348
Power is estimated from default activity; no workload was simulated.
